`config.mk`:
```
export PLATFORM = sky130hd
export DESIGN_NAME = mux8_1
export DESIGN_NICKNAME = mux8_1
export VERILOG_FILES = /design/flow/design.v
export SDC_FILE = /design/flow/constraint.sdc
export NUM_CORES = 4
export LEC_CHECK = 1
export CORE_AREA = 10 10 70 70
export DIE_AREA = 0 0 80 80
```
`constraint.sdc`:
```
current_design mux8_1

set clk_period 2.1
set clk_io_pct 0.2

create_clock -name clk0 -period $clk_period

set non_clock_inputs [all_inputs -no_clocks]
set_input_delay [expr $clk_period * $clk_io_pct] -clock clk0 $non_clock_inputs
set_output_delay [expr $clk_period * $clk_io_pct] -clock clk0 [all_outputs]
```
`design.v`:
```
`timescale 1ns / 1ps
module mux2_1(addr, d0, d1, q);
parameter WIDTH = 8;
input addr;
input [WIDTH-1:0]d0;
input [WIDTH-1:0]d1;
output [WIDTH-1:0] q;
wire [WIDTH-1:0] tbl [0:1];
assign tbl[0] = d0;
assign tbl[1] = d1;
assign q = tbl[addr];
endmodule
module mux4_1(addr, d0, d1, d2, d3, q);
parameter WIDTH = 8;
input [1:0]addr;
input [WIDTH-1:0]d0;
input [WIDTH-1:0]d1;
input [WIDTH-1:0]d2;
input [WIDTH-1:0]d3;
output [WIDTH-1:0] q;
wire [WIDTH-1:0] tbl [0:3];
assign tbl[0] = d0;
assign tbl[1] = d1;
assign tbl[2] = d2;
assign tbl[3] = d3;
assign q = tbl[addr];
endmodule
module mux8_1(addr, d0, d1, d2, d3, d4, d5, d6, d7, q);
parameter WIDTH = 8;
input [2:0]addr;
input [WIDTH-1:0]d0;
input [WIDTH-1:0]d1;
input [WIDTH-1:0]d2;
input [WIDTH-1:0]d3;
input [WIDTH-1:0]d4;
input [WIDTH-1:0]d5;
input [WIDTH-1:0]d6;
input [WIDTH-1:0]d7;
output [WIDTH-1:0] q;
wire [WIDTH-1:0] tbl [0:7];
assign tbl[0] = d0;
assign tbl[1] = d1;
assign tbl[2] = d2;
assign tbl[3] = d3;
assign tbl[4] = d4;
assign tbl[5] = d5;
assign tbl[6] = d6;
assign tbl[7] = d7;
assign q = tbl[addr];
endmodule
```
`run.sh`:
```
#!/bin/bash
# OpenROAD 26Q1-2900-gdf79404cd8, Yosys 0.63+post, stock flow scripts
make -C /OpenROAD-flow-scripts/flow DESIGN_CONFIG=/design/flow/config.mk WORK_HOME=/design/flow/orfs finish
```
==> impl_metrics.ini <==
; implementation run metrics
[power]
max-vdd-ir-drop_v = 0.0000801
clockPowerShare = 0
power.sequential.fraction = 0
total_leakage_power_nw = 0.804
p_sw_frac = 0.238
netSwitchingPower_mw = 0.0701
p_per_area_nw_per_um2 = 192
internal-power_mw = 0.224
power_frac_comb = 1.000

[synth]
synth_cell_type_count = 17
synth.area.top_cells = mux4_1 (56%), mux2_2 (14%), mux4_2 (7.9%)
synth_area_per_cell_um2 = 14.6
top_post_synthesis_cells_by_count = mux4_1 (12), mux2_2 (7), mux2i_1 (3)
gate_count_after_technology_mapping = 39
top_area_frac = 0.555
yosys-stat-area_um2 = 568
post-synth-top-count-cell = mux4_1
synth.largest_area_cell = mux4_1
ys_warn_count = 1
synth_sequential_area_ratio = 0
syn_area_um2 = 568
yosys_cells = 39

[floorplanning]
num_io_pins = 75
share_of_the_core_filled_by_cells_before_placement = 0.166
fp.dieW_um = 80
number_of_rows_created_at_floorplan = 21
dieHeight_um = 80
floorplan.core_area_um2 = 3420
chipArea_um2 = 6400

[grt]
first_global_vias = 814
global_routing_usage_summed_across_all_routing_layers = 0.0837
number_of_antenna_violations_at_the_first_check_in_global_routing = 0
pin_count_of_the_biggest_net_entering_global_routing = 10
grt_remaining_overflow = 0
grt_first_pass_wirelength_um = 4240

[route]
routed_wirelength_um = 2900
first_iter_violations = 16
drt.antenna.violating_nets = 0
first_pass_iteration_count_of_the_detailed_router = 4
remaining_drc_errors = 0
route.antenna.diode_count = 0
wl_per_cell_um = 17.7
num_vias = 718
vias_per_cell = 4.38

[place]
post-dp-hpwl_um = 2180
gp_congestion = 0.735
placement.io_buffers = 75

[sta]
setup_viol = 0
hold_viol_final = 0
slew_headroom = 0.835
grt_setup_unrepaired = yes
final-max-slew-violation-count = 0
final_min_period_over_clock_period = 0.990
finalCriticalPeriod_ns = 2.08
worstMarginPinSlew_ns = 0.247
fmaxAchievable_mhz = 481
hold_slack_ns = 1.36

[hold_path]
timing.hold.worst.class = primary input to primary output
min_path_cells = 4

[setup_path]
timing.critical_path.required_ns = 1.68
timing.critical_path.fanout_max = 1
worstSetupPathType = primary input to primary output
arrival_ns = 1.66
startpoint_type = primary input
critical_path.endpoint_type = primary output

[cells_and_area]
number_of_clock_tree_buffers_in_the_layout = 0
final_core_utilization = 0.449
drive_gt1_frac = 0.364
area_growth_syn_to_layout_pct = 170
flop-count = 0
area.sequential_um2 = 0

[flow_run]
cap_violations = 0
tool_warnings = 34

[clocking]
holdBufCountCts = 0

[status]
outcome = complete, no violations
## stage by stage
step           cell area [µm²]  worst slack, ns  TNS (ns)  power (mW)  instances
3_3_place_gp              1400           -0.665     -5.15       0.262        160
4_1_cts                   1430         -0.00546  -0.00546       0.288        164
5_1_grt                   1540         -0.00120  -0.00120       0.314        164
6_report                  1540           0.0209         0       0.294        164
2_1_floorplan              568            0.361         0      0.0856         39
3_5_place_dp              1400           -0.683     -5.30       0.265        160
## final cells by class
type	count	area, µm²
inverter	1	3.75
fill	326	1880
multi-input combinational	33	528
timing repair buffer	84	946
tap	46	57.6
## per-layer routing
| layer | vias up | share of wire | track usage |
|---|---|---|---|
| li1 | 337 | - | - |
| met1 | 331 | 0.45 | 0.119 |
| met2 | 50 | 0.45 | 0.126 |
| met3 | 0 | 0.11 | 0.0318 |
| met4 | 0 | 0 | 0 |
| met5 | - | 0 | 0 |
## worst max-delay path, cell delays in order
cell and delay, ns:
clkdlybuf4s50_1 0.40, mux4_2 0.46, mux2_4 0.27, buf_6 0.11
## final timing paths
kind,startpoint,to
setup / recovery,d7[4],q[4]
hold / removal,d3[5],q[5]
## layout by cell type (no fill, tap or decap), types with 3 or more instances in the layout
cell,n
buf_12,3
buf_2,3
buf_4,3
buf_6,5
clkdlybuf4s50_1,33
dlygate4sd2_1,10
dlymetal6s2s_1,23
mux2_4,7
mux2i_1,3
mux4_2,14
## power by group through the flow
stage	combinational (mW)	clock [mW]	sequential, mW
4_1_cts	0.288	0	0
5_1_grt	0.314	0	0
6_report	0.294	0	0
## what timing repair did
item                       in CTS  in global routing
cloned                          2                  0
hold endpoints to repair        0                  0
setup endpoints to repair       8                  8
buffers inserted                2                  0
gates resized                  66                 31
pin swaps                       2                  0
## logic make-up (layout without fill, tap and decap cells)
logic type	count (synthesis)	after routing	synth area share
buf+inv	6	85	0.0705
mux	24	24	0.826
compound gates	5	5	0.0595
simple gates	4	4	0.0440
No activity file was given, so power comes from the tool's default toggle rates.
